**design/flow/constraint.sdc**
```tcl
current_design seven_display

set clk_period 1.1
set clk_io_pct 0.2

create_clock -name clk0 -period $clk_period

set non_clock_inputs [all_inputs -no_clocks]
set_input_delay [expr $clk_period * $clk_io_pct] -clock clk0 $non_clock_inputs
set_output_delay [expr $clk_period * $clk_io_pct] -clock clk0 [all_outputs]
```
**design/flow/config.mk**
```make
export PLATFORM = sky130hd
export DESIGN_NAME = seven_display
export DESIGN_NICKNAME = seven_display
export VERILOG_FILES = /design/flow/design.v
export SDC_FILE = /design/flow/constraint.sdc
export NUM_CORES = 4
export LEC_CHECK = 1
export CORE_AREA = 10 10 70 70
export DIE_AREA = 0 0 80 80
```
**design/flow/run.sh**
```bash
#!/bin/bash
# OpenROAD 26Q1-2900-gdf79404cd8, Yosys 0.63+post, stock flow scripts
make -C /OpenROAD-flow-scripts/flow DESIGN_CONFIG=/design/flow/config.mk WORK_HOME=/design/flow/orfs finish
```
**design/flow/design.v**
```verilog
module seven_display # (
    parameter INVERT = 1
) (
    input  [3:0] n,
    output [6:0] segments
);
    reg [6:0] bits;
    assign segments = (INVERT ? ~bits : bits);
    always @(n)
    case (n)
        4'h0: bits = 7'b0111111;  
        4'h1: bits = 7'b0000110;  
        4'h2: bits = 7'b1011011;  
        4'h3: bits = 7'b1001111;  
        4'h4: bits = 7'b1100110;  
        4'h5: bits = 7'b1101101;  
        4'h6: bits = 7'b1111101;  
        4'h7: bits = 7'b0000111;  
        4'h8: bits = 7'b1111111;  
        4'h9: bits = 7'b1100111;  
        4'hA: bits = 7'b1110111;  
        4'hB: bits = 7'b1111100;  
        4'hC: bits = 7'b0111001;  
        4'hD: bits = 7'b1011110;  
        4'hE: bits = 7'b1111001;  
        4'hF: bits = 7'b1110001;  
    endcase
endmodule
module top_ms # (
    parameter GPIO_PINS = 8
) (
    input           CLK50,
    input  [3:0]    SW,
    input           RXD,
    output          TXD,
    output [7:0]    LEDS,
    input           S6_3v3,
    output [6:0] ssd0,
    output [6:0] ssd1,
    output [6:0] ssd2,
    output [6:0] ssd3,
    output [6:0] ssd4,
    output [6:0] ssd5
);
    wire [7:0]  gpio0;
    wire [15:0] gpio1;
    wire [7:0]  gpio2;
    vmicro16_soc soc (
        .clk     (CLK50),
        .reset   (~SW[0]),
        .uart_tx (TXD),
        .uart_rx (RXD),
        .gpio0   (LEDS[3:0]),
        .gpio1   (gpio1),
        .gpio2   (gpio2),
        .dbug0   (LEDS[4])
    );
    assign LEDS[7:5] = {TXD, RXD, S6_3v3};
    wire [3:0] ssd_chars [0:5];
    assign ssd_chars[0] = gpio1[3:0];
    assign ssd_chars[1] = gpio1[7:4];
    assign ssd_chars[2] = gpio1[11:8];
    assign ssd_chars[3] = gpio1[15:12];
    assign ssd_chars[4] = gpio2[3:0];
    assign ssd_chars[5] = gpio2[7:4];
    seven_display ssd_0 (.n(ssd_chars[0]), .segments (ssd0));
    seven_display ssd_1 (.n(ssd_chars[1]), .segments (ssd1));
    seven_display ssd_2 (.n(ssd_chars[2]), .segments (ssd2));
    seven_display ssd_3 (.n(ssd_chars[3]), .segments (ssd3));
    seven_display ssd_4 (.n(ssd_chars[4]), .segments (ssd4));
    seven_display ssd_5 (.n(ssd_chars[5]), .segments (ssd5));
endmodule
```
==> results.json <==
{
  "critPathCaptureType": "output pin",
  "grt.overflow.total": 0,
  "worst_slew_pin_slew_ns": 0.190,
  "fillers": 389,
  "hold_viol_final": 0,
  "detail-route-antenna-nets": 0,
  "relSlewSlack_pct": 87.2,
  "final_area_um2": 611,
  "placed_area_um2": 449,
  "die_w_um": 80,
  "die_area_um2": 6400,
  "clock_buffers": 0,
  "ir_drop_mv": 0.116,
  "top_area_cell": "ha_1",
  "grt_pass1_wl_um": 1520,
  "cap_viol_max_count": 0,
  "crit_fanout": 4,
  "violations": "setup timing",
  "syn_inst": 37,
  "fp_util_pct": 7.44,
  "setup_ws_ns": -0.189,
  "vias": 321,
  "max_clock_freq_mhz": 776,
  "logic_area_um2": 318,
  "dieHeight_um": 80,
  "min_to": "segments[4]",
  "hold_path_depth": 3,
  "coreArea_um2": 3420,
  "cp_slowest_cell": "mux2_4",
  "drive_gt1_share_pct": 72.4,
  "ys_types": 18,
  "holdBufCountCts": 0,
  "lay_top_cells": "buf_6, buf_2, ha_4, a21oi_1, buf_4",
  "worst-setup-path-type": "primary input to output pin",
  "min_period_over_period_pct": 117,
  "drv_slew": 0,
  "total_power_mw": 0.212,
  "ys.warnings.count": 1,
  "gp_congestion": 0.710,
  "n_antenna_cell": 0,
  "finalSetupViolations": 7,
  "final_util_pct": 17.9,
  "arrival_ns": 1.07,
  "max_stage_delay_ns": 0.26,
  "synth.top_cell.area_share_pct": 24.6,
  "pre_cts_ws_ns": -1.04,
  "power.density_nw_per_um2": 346,
  "drc_errors": 0,
  "grt_pass1_vias": 322,
  "first_iter_violations": 7,
  "first_pass_iters": 2,
  "yosysChipArea_um2": 254,
  "ff_latch_area_um2": 0,
  "crit_path_cell_trace": "buf_8, buf_6, ha_4, mux2_4, nand2_2, o21ai_2, buf_2",
  "vias_per_cell": 3.09,
  "cp.required_ns": 0.88,
  "design.seq.count": 0,
  "hold_class": "primary input to output pin",
  "wire_per_inst_um": 8.76,
  "status": "complete, but fails checks",
  "grt_max_degree": 10,
  "cp-start-kind": "primary input",
  "antenna_found_initial": 0,
  "dp_hpwl_um": 646,
  "hold_slack_ns": 0.816,
  "portBuffers": 11,
  "yosys_cells": 37,
  "rows": 21,
  "ys_seq_share_pct": 0,
  "p_leak_nw": 0.246,
  "fin_crit_ns": 1.29,
  "grt_util_all_layers_pct": 2.75,
  "min_from": "n[3]",
  "rsz0062_at_grt": "true",
  "syn_area_per_cell_um2": 6.86,
  "warnings": 38,
  "area_delta_synth_final_pct": 140,
  "lay_top_count": "buf_6",
  "top_cells_by_area": "ha_1, buf_6, nand2_1",
  "drt_wl_total_um": 911,
  "syn_area_um2": 254,
  "ioPinCount": 11
}
-- metal layers --
| layer | GRT usage, % | vias to the layer above | wire length [µm] |
|---|---|---|---|
| met5 | 0 | - | 0 |
| met4 | 0 | 0 | 0 |
| met3 | 0.568 | 0 | 60 |
| met2 | 4.09 | 8 | 358 |
| met1 | 4.15 | 142 | 492 |
| li1 | - | 171 | - |
-- power breakdown --
group	internal (mW)	leakage [nW]	switching, mW
Combinational	0.123	0.246	0.0886
Clock	0	0	0
Sequential	0	0	0
Total	0.123	0.246	0.0886
-- synth_stat cells --
cell,n
nand2_1,6
ha_1,5
a21oi_1,4
nor2_1,3
o21ai_0,3
buf_6,2
inv_1,2
o21ai_1,2
a211oi_1,1
and2_2,1
buf_4,1
mux2_4,1
mux2i_1,1
nand3_1,1
nand3b_1,1
nor2b_1,1
o211ai_1,1
o32ai_1,1
-- cells by family (layout without fill, tap and decap cells) --
| kind of cell | Yosys count | count (layout) | share of synthesized area (%) |
|---|---|---|---|
| muxes | 2 | 2 | 9.85 |
| adders and majority gates | 5 | 5 | 24.6 |
| buffers and inverters | 5 | 26 | 14.8 |
| and+or+nand+nor | 13 | 13 | 23.6 |
| AOI/OAI and AO/OA | 12 | 12 | 27.1 |
-- repair_timing --
item,4_1_cts,5_1_grt
hold endpoints to repair,0,0
setup buffers,6,1
pin swaps,10,4
gates resized,67,11
setup endpoints to repair,7,7
-- final cells by class --
class                      count  area share, %
timing repair buffer          24           35.7
tap                           46           9.43
multi-input combinational     32           52.0
inverter                       2           2.87
-- through the flow --
stage | std cells | TNS [ns]
after detailed placement | 97 | -6.66
after global placement | 97 | -6.48
final | 104 | -0.654
after floorplan | 37 | 0
after CTS | 103 | -0.572
after global routing | 104 | -0.977
-- worst max-delay path: cells and delay by family --
| kind | cells | cell delay, ns |
|---|---|---|
| AND-OR/OR-AND | 1 | 0.04 |
| adder cells (fa/ha/maj) | 1 | 0.16 |
| AND/OR/NAND/NOR | 1 | 0.06 |
| multiplexers | 1 | 0.26 |
| buffers and inverters | 3 | 0.33 |
-- how the worst max path moves through the flow --
stage         from           to  slack (ns)  depth (start not counted)
finish        n[0]  segments[3]       -0.19                          7
CTS           n[0]  segments[3]       -0.19                          7
global route  n[0]  segments[3]       -0.23                          7
Power is estimated from default activity; no workload was simulated.
